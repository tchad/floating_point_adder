### flow/config.mk
export PLATFORM = sky130hd
export DESIGN_NAME = detector_zero
export DESIGN_NICKNAME = detector_zero
export VERILOG_FILES = /design/flow/design.v
export SDC_FILE = /design/flow/constraint.sdc
export NUM_CORES = 4
export LEC_CHECK = 1
export CORE_AREA = 10 10 70 70
export DIE_AREA = 0 0 80 80
### flow/constraint.sdc
current_design detector_zero

set clk_period 1.0
set clk_io_pct 0.2

create_clock -name clk0 -period $clk_period

set non_clock_inputs [all_inputs -no_clocks]
set_input_delay [expr $clk_period * $clk_io_pct] -clock clk0 $non_clock_inputs
set_output_delay [expr $clk_period * $clk_io_pct] -clock clk0 [all_outputs]
### flow/design.v
module detector_zero(m, e, z);
    parameter WIDTH_M = 23;
    parameter WIDTH_E = 8;
    input [WIDTH_M-1:0] m;
    input [WIDTH_E-1:0] e;
    output              z;
    assign z = (m == 0 && e == 0) ? 1'b1 : 1'b0;
endmodule
### flow/run.sh
#!/bin/bash
# OpenROAD 26Q1-2900-gdf79404cd8, Yosys 0.63+post, stock flow scripts
make -C /OpenROAD-flow-scripts/flow DESIGN_CONFIG=/design/flow/config.mk WORK_HOME=/design/flow/orfs finish
==> reports/notes.md <==
• outcome: finished with violations
• violated checks: setup timing
• Seq Cell Count: 0
• CP top delay family: simple AND/OR/NAND/NOR gates
• Detail Route Antenna Nets: 0
• Largest type area fraction: 52.6%
• area inside the core boundary: 3420 µm²
• maximum fanout encountered on the critical timing path: 1
• filler cell count: 392
• area of all sequential standard cells: 0 µm²
• cell type contributing the most total cell area after synthesis: sky130_fd_sc_hd__nor4_1
• Yosys Warn Count: 0
• initial drt markers: 2
• Max Clock Freq: 0.871 GHz
• number of standard cells reported by yosys: 11
• total detailed-routing wirelength: 964 µm
• cell area after synthesis: 71.3 µm²
• most frequent standard cell in the layout excluding fill and tap cells: sky130_fd_sc_hd__buf_2
• Setup Buffers After CTS: 0
• count of buffers inserted at the top-level ports: 32
• time the final worst path needs with I/O delays and setup: 1.15 ns
• fraction of final layout cells sized beyond drive strength 1: 60.5%
• peak supply drop: 0.0000333 V
• first-pass GRT wire length: 1320 µm
• critical path class: in -> out
• Worst EP arrival: 0.95 ns
• via-per-instance ratio: 2.69
• total global routing overflow: 0
• final-layout setup total negative slack: -0.148 ns
• cycle use final: 115%
• number of maximum-capacitance constraint violations: 0
• PD cells: 260 nW/µm²
• width of the die: 80 µm
• drt pass-1 iters: 2
• yosys stat area: 71.3 µm²
• average detailed-routed wire length per instance: 10.8 µm
• number of primary I/O pins: 32
• Gate Count Post-Synth: 11
• antenna diode count: 0
• Mapped Avg Cell Area: 6.48 µm²
• post-layout worst setup margin: -0.148 ns
• pin count of the biggest net entering global routing: 2
• fp util: 2.09%
• cells traversed along the worst timing path: clkdlybuf4s15_1 > nor4_2 > nand4_1 > nor2_1 > buf_2
• GRT Total Usage: 2.56%
• area of all placed cells without fillers: 448 µm²
• hold_buf cts: 0
• static leakage: 0.161 nW
• cell row count: 21
• vertical die dimension: 80 µm
• layout overhead on the synthesized area: 528%
• unique cell type count in the Yosys netlist: 5
• Worst Path Required: 0.80 ns
• number of buffer and inverter stages on the critical path: 2
• total number of warnings across the stage logs: 34
• top logic cells by instance count in the layout: sky130_fd_sc_hd__buf_2, sky130_fd_sc_hd__clkdlybuf4s15_1, sky130_fd_sc_hd__nor4_2, sky130_fd_sc_hd__buf_6, sky130_fd_sc_hd__dlygate4sd2_1
• Final Hold Vio Count: 0
• total of clock buffers placed in the layout: 0
• delay of the slowest cell on the worst path: 0.23 ns
• GPL Wtd Cong: 0.828
• Slew @ Worst Pin: 0.229 ns
• vias in the first global route: 251
• antenna violations before repair: 0
• slowest cell on the critical path: sky130_fd_sc_hd__nor4_2
• Max-Slew Margin vs Limit: 84.6%
• final setup fails: 1
• RSZ-0062 raised after global routing: true
• number of design rule violations left after detail routing: 0
• class of the tightest hold or removal check: in -> out
• HPWL reported at the end of detailed placement: 872 µm
• cell area reported after detailed placement: 464 µm²
• type of origin of the critical path: input pin
• Vias: 239
• top area cells in the synthesized netlist: sky130_fd_sc_hd__nor4_1, sky130_fd_sc_hd__nand4_1, sky130_fd_sc_hd__nor4_2
• Final Max Tran Viols: 0
• sort of element at the end of the critical path: output pin
• post-synthesis sequential area ratio: 0%
• Die Area: 6400 µm²
Yosys cell counts:
| cell type | count |
|---|---|
| sky130_fd_sc_hd__nor3_1 | 1 |
| sky130_fd_sc_hd__nand4_1 | 2 |
| sky130_fd_sc_hd__nor4_2 | 1 |
| sky130_fd_sc_hd__nor4_1 | 6 |
| sky130_fd_sc_hd__nor2_1 | 1 |
cell type report:
cell class | count | area [µm²] | share of cell area [%]
timing repair buffer | 32 | 250 | 55.9
multi-input combinational | 11 | 140 | 31.3
tap | 46 | 57.6 | 12.8
power breakdown:
group          switching, mW  total, mW  internal, mW
Combinational         0.0401      0.116        0.0761
Clock                      0          0             0
Sequential                 0          0             0
Total                 0.0401      0.116        0.0761
what timing repair did:
item	CTS	global route
endpoints found under the setup margin	1	1
pin swaps	11	5
hold endpoints to repair	0	0
resized	97	4
worst paths after layout:
path,cells after the start,slack [ns],start,endpoint
max,5,-0.15,m[6],z
min,5,0.73,m[17],z
per-layer routing:
layer	routed length, µm	global-route usage (%)	share of wire [%]	vias up
li1	-	-	-	116
met1	445	3.56	46	100
met2	350	3.61	36	23
met3	168	1.36	17	0
met4	0	0	0	0
met5	0	0	0	-
cell families after synthesis:
group	share of synthesized area (%)
simple gates	100
through the flow:
step                      util (%)  total power, mW  setup WS, ns  hold WS [ns]  instances
final                         13.1            0.116        -0.148         0.725         89
after global routing          13.1            0.124        -0.230         0.758         89
after CTS                     12.9            0.115        -0.162         0.728         89
after detailed placement      13.6            0.134        -0.959          1.42         91
after global placement        13.6            0.133        -0.958          1.43         91
after floorplan                  -          0.00654         0.178         0.496         11
Power and IR drop assume default switching activity.
